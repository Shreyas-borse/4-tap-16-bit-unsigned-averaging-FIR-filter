File: flow/config.mk
export PLATFORM = sky130hd
export DESIGN_NAME = FIRH
export DESIGN_NICKNAME = FIRH
export VERILOG_FILES = /design/flow/design.v
export SDC_FILE = /design/flow/constraint.sdc
export NUM_CORES = 4
export LEC_CHECK = 1
export CORE_UTILIZATION = 50
File: flow/constraint.sdc
current_design FIRH

set clk_period 5.7
set clk_io_pct 0.2

create_clock -name clk0 -period $clk_period [get_ports {clk}]

set non_clock_inputs [all_inputs -no_clocks]
set_input_delay [expr $clk_period * $clk_io_pct] -clock clk0 $non_clock_inputs
set_output_delay [expr $clk_period * $clk_io_pct] -clock clk0 [all_outputs]
File: flow/design.v
module FIRH(
  input signed[7:0] xIn,
  input clk,
  output logic signed[15:0] yOutH);
logic signed[ 7:0] h  [7];   
initial begin                  
  h[0] = -2;                   
  h[1] = 0;
  h[2] = 34;
  h[3] = 64;                   
  h[4] = 34;
  h[5] = 0;                    
  h[6] = -2;                   
end                            
logic signed[ 7:0] dinQ[5];
logic signed[15:0] soutQ[5];
always @(posedge clk) begin
  dinQ[0] <= xIn;
  yOutH   <= soutQ[1];
end
stage #(.h0(-2), .h1(0)) s1(.din(dinQ[0]), .sin(soutQ[2]), .clk, .dout(dinQ[1]), .sout(soutQ[1]));
stage #(.h0(34), .h1(64)) s2(.din(dinQ[1]), .sin(soutQ[3]), .clk, .dout(dinQ[2]), .sout(soutQ[2]));
stage #(.h0(34), .h1(0)) s3(.din(dinQ[2]), .sin(soutQ[4]), .clk, .dout(dinQ[3]), .sout(soutQ[3]));
stage #(.h0(-2), .h1(0)) s4(.din(dinQ[3]), .sin(16'b0), .clk, .dout(), .sout(soutQ[4]));
endmodule
module stage #(parameter h0=0, h1=0) (
  input signed[ 7:0] din,
  input signed[15:0] sin,
  input             clk,
  output logic signed[ 7:0] dout,
  output logic signed[15:0] sout);
  always @(posedge clk)	begin
    dout <= din;
	sout <= din*h0 + dout*h1 + sin;
  end
endmodule
File: flow/run.sh
#!/bin/bash
# OpenROAD 26Q1-2900-gdf79404cd8, Yosys 0.63+post, stock flow scripts
make -C /OpenROAD-flow-scripts/flow DESIGN_CONFIG=/design/flow/config.mk WORK_HOME=/design/flow/orfs finish
==> results.txt <==
Reports from this run.

- The run finished with clean final reports.
- As reported, the later end of the worst-skew pair has a clock insertion delay of 380 ps.
- The floorplan die width reads 107.8 um.
- The maximum clock skew at final layout reads 10.64 ps.
- The reported max-cap violation count is 0.
- The count of buffers from port buffering is 23.
- The cell area after synthesis is 5592 sq um.
- The leakage component of the power was reported as 2.878 nW.
- The hold path startpoint is s1.sout[12]$_DFF_P_.
- The quantity of gates resized following cts reads 0.
- The first-pass iteration count of the detailed router reads 4.
- The chip occupies 11610 sq um.
- The via count of the first global-routing pass reads 3599.
- The startpoint of the most critical register-to-register path reads s1.dout[7]$_DFF_P_.
- Counting along the longest clock path gives a buffer depth of 2.
- The class of the worst hold path reads reg -> reg.
- For this run, the detailed router reports a per-instance via density of 4.989.
- The routed wire length reads about 9500 um.
- Pin placement for this block handled 25 I/O pins.
- The remaining max-slew budget at the tightest pin reads 48.88%.
- Yosys mapped a number of flops with a built-in enable equal to 0.
- Per the synthesis report, the single largest cell type by area occupies a little under two fifths of cell area.
- Along the worst hold path, the cell count comes to 0.
- The class of the most critical setup path is reg -> reg.
- The Yosys chip area reads ~5600 sq um.
- CTS placed an instance of clkbuf_8 at the clock tree root.
- Of the cells placed in the final design, the portion with a size suffix greater than 1 is 4.230%.
- The placeable core area is 10890 sq um.
- The synthesis-to-layout area growth is 10.29%.
- The number of buffers inserted by post-CTS setup repair reads 0.
- The synthesized netlist cell count reads 557.
- The warning count from the yosys run reads 10.
- The post-cts hold-fix buffer tally reads 0.
- For the final routed database, the setup TNS stands at 0 ps.
- After the first detailed-routing iteration, the DRC count stood at 134.
- Setup repair after global routing left no endpoint under its margin.
- The overall routing resource usage is 18.84%.
- The proportion of synthesized flip-flops having asynchronous set or reset reads 0%.
- The worst setup path is captured at a register.
- Looking at the worst setup and hold paths, the clock pins of their registers show a slew of 100 ps.
- The cell type that accounts for the most area after synthesis is dfxtp_1.
- The count of state elements after synthesis reads 107.
- The total via count after detailed routing is 3647.
- From bottom edge to top edge, the die measures 107.8 um.
- The register-to-register path setup slack is about 1800 ps.
- The max-slew violation count reads 0.
- The number of unique standard cell types used by synthesis is around 48.
- The startpoint type of the worst setup path is a register.
- The largest fanout on the critical path reads 7.
- The maximum operating frequency reads between 200 and 300 MHz.
- The total overflow reported by the global router reads 0.
- STA lists the endpoint of the worst register-to-register path as s2.sout[15]$_DFF_P_.
- The post-synthesis cell count from yosys is roughly 560.
- The post-detailed-route wirelength per cell reads 12.97 um.
- The last timing report of the flow puts the setup violation total at 0.
- The cell depth of the worst flop-to-flop path is 17.
- The count of inserted antenna diode cells reads 0.
- In the hold report, the worst path ends at yOutH[12]$_DFF_P_.
- The deepest level of the CTS H-tree reads 3.
- The first-pass GRT wire length reads 16330 um.
- The largest voltage drop on the vdd net is 0.3083 mV.
- The weighted congestion at the end of routability-driven global placement is 0.8517.
- The maximum number of pins on one net before global-route repair is 21.
- The power after layout is 2.970 mW.
- The post-layout minimum cycle time reads 3892 ps.
- The standard cell area after detailed placement is 5974 sq um.
- The post-route DRC violation count is 0.
- The main flop type reads dfxtp_1.
- The data required time reported for the critical path is 5980 ps.
- The post-route clock period utilization reads 68.28%.
- The main area contributors are dfxtp_1 (38%), ha_1 (19%), xnor2_1 (6.6%).
- The total number of placement rows reads 38.
- The clock buffer count from CTS reads 9.
- The layout stage reports a final design area of just over 6000 sq um.
- The slew at the pin closest to its max-slew limit reads 759.7 ps.
- STA puts the critical path data arrival time at 4170 ps.
- The proportion of synthesized chip area in sequential cells is about two fifths.
- The count of antenna-violating nets left after detailed routing is 0.
- After synthesis, the mean cell area works out to 10.04 sq um.
- The number of antenna violations at the first check in global routing came to 0.
- The number of clock sinks is about 110.
- In this run the power density over the cells is 481.6 nW/um^2.
- The number of warning messages in the logs is 30.
- The TritonCTS clock tree reads yes.
- The final hold violation count reads 0.
- The initial utilization of the core area, before any placement, comes to about half.
- The HPWL after detailed placement reads around 7400 um.
[registers in the layout, summed over array words and instances (netlist names)]
name     count
dinQ         8
s1.dout      8
s1.sout     15
s2.dout      8
s2.sout     15
s3.dout      8
s3.sout     15
s4.sout     15
yOutH       15
[Yosys cell counts (2+ instances only)]
master,instances
o21a_1,13
a21o_1,9
and3_1,4
and4_1,4
a211oi_1,3
xor2_1,16
o22ai_1,2
a21oi_1,45
nand2b_1,3
inv_1,66
nand2_1,19
o211ai_1,2
fa_1,16
nor3_1,9
a311oi_1,2
dfxtp_1,107
nor4_1,3
nand3_1,5
or4_1,2
o21ai_0,15
nor2b_1,14
nor2_1,33
a211o_1,2
a31oi_1,4
o21bai_1,6
xnor2_1,42
ha_1,87
clkbuf_1,2
buf_1,2
or2_2,2
[how the worst max path moves through the flow]
stage                       from             endpoint  slack (ps)  cells after the start
CTS           s1.dout[7]$_DFF_P_  s2.sout[15]$_DFF_P_        1770                     17
global route  s1.dout[7]$_DFF_P_  s2.sout[15]$_DFF_P_        1570                     13
finish        s1.dout[7]$_DFF_P_  s2.sout[15]$_DFF_P_        1810                     17
[cell families (layout without fill, tap and decap cells)]
| family | after synthesis | count (layout) | share of synthesized area, % |
|---|---|---|---|
| flops | 107 | 107 | 38.31 |
| buf+inv | 71 | 105 | 4.833 |
| fa+ha+maj | 103 | 103 | 25.20 |
| other cells | 1 | 1 | 0.06706 |
| xor+xnor | 58 | 58 | 9.085 |
| compound gates | 113 | 113 | 13.07 |
| simple gates | 104 | 104 | 9.443 |
[per-layer routing]
metal,share of wire (%),GRT usage [%],vias to the layer above
li1,-,-,1955
met1,46,24.84,1631
met5,0,0,-
met2,48,33.06,49
met4,1.6,2.348,0
met3,3.9,4.198,12
[through the flow]
step	worst slack, ps	util [%]	instances	hold WS, ps
after global placement	1869	54.87	715	309.7
after detailed placement	1814	54.87	715	312.8
after floorplan	2087	-	557	309.6
after global routing	1572	56.64	731	338.9
final	1808	56.64	731	333.7
after CTS	1773	56.64	731	336.7
[layout by cell type, fill, tap and decap left out, types with 13 or more instances in the layout]
| cell type | n |
|---|---|
| clkdlybuf4s50_1 | 23 |
| xnor2_1 | 42 |
| nor2_1 | 33 |
| o21a_1 | 13 |
| nor2b_1 | 14 |
| ha_1 | 87 |
| dfxtp_1 | 107 |
| xor2_1 | 16 |
| o21ai_0 | 15 |
| nand2_1 | 19 |
| a21oi_1 | 45 |
| inv_1 | 66 |
| fa_1 | 16 |
[cell type report]
cell class              instances  area, sq um
fillers                       938         4721
repair buffers                 23        230.2
clock buffers                   9        123.9
clock inverters                 7        68.82
inverters                      66        247.7
multi-input cells             379         3179
well taps                     140        175.2
flip-flops and latches        107         2142
[critical path, stage by stage, from the launching register on]
cell and delay [ps]:
dfxtp_1 470, ha_1 290, ha_1 320, ha_1 300, a21o_1 180, a21oi_1 220, o21bai_1 90, a21oi_1 220
xnor2_1 110, fa_1 480, inv_1 40, ha_1 370, a21o_1 180, a21oi_1 180, nand2_1 60, o21ai_0 70
a31oi_1 70, xnor2_1 150
[report_power, final]
part           internal (mW)  switching [mW]  total, mW
clock                  0.170           0.273      0.443
combinational          0.734           0.729       1.46
sequential             0.993          0.0710       1.06
Power is estimated from default activity; no workload was simulated.
