`/design/flow/design.v`:
```
module fir4c_fig11_42 #(parameter w=16)(
  input                       clk, 
                              reset,
  input        [w-1:0] a, 		 
  output logic [w+1:0] s);		 
  logic        signed [w-1:0] ar, br, cr, dr;
  logic         [w-1:0] csa4_s;    
  logic         [w  :0] csa4_c;
  logic         [w  :0] csa5_s;    
  logic         [w+1:0] csa5_c;
  logic         [w+1:0] sum;	   
  always_comb begin
    csa4_c[0] = 0;                 
    csa5_c[0] = 0; 
    for(int i=0; i<w; i++)
      {csa4_c[i+1],csa4_s[i]} = ar[i]+br[i]+cr[i];
    for(int i=0; i<w; i++)
      {csa5_c[i+1],csa5_s[i]} = csa4_c[i]+csa4_s[i]+dr[i];
    csa5_s[w] = csa4_c[w];	       
    csa5_c[w+1] = 0;
    sum = csa5_c + csa5_s;         
  end
  always_ff @(posedge clk)			 
    if(reset) begin					 
	  ar <= 'b0;
	  br <= 'b0;
	  cr <= 'b0;
	  dr <= 'b0;
	  s  <= 'b0;
    end
    else begin					     
	  ar <= a;
	  br <= ar;
	  cr <= br;
	  dr <= cr;
	  s  <= sum; 
	end
endmodule
```
`/design/flow/run.sh`:
```
#!/bin/bash
# OpenROAD 26Q1-2900-gdf79404cd8, Yosys 0.63+post, stock flow scripts
make -C /OpenROAD-flow-scripts/flow DESIGN_CONFIG=/design/flow/config.mk WORK_HOME=/design/flow/orfs finish
```
`/design/flow/constraint.sdc`:
```
current_design fir4c_fig11_42

set clk_period 6.8
set clk_io_pct 0.2

create_clock -name clk0 -period $clk_period [get_ports {clk}]

set non_clock_inputs [all_inputs -no_clocks]
set_input_delay [expr $clk_period * $clk_io_pct] -clock clk0 $non_clock_inputs
set_output_delay [expr $clk_period * $clk_io_pct] -clock clk0 [all_outputs]
```
`/design/flow/config.mk`:
```
export PLATFORM = sky130hd
export DESIGN_NAME = fir4c_fig11_42
export DESIGN_NICKNAME = fir4c_fig11_42
export VERILOG_FILES = /design/flow/design.v
export SDC_FILE = /design/flow/constraint.sdc
export NUM_CORES = 4
export LEC_CHECK = 1
export CORE_UTILIZATION = 50
```
==> summary.txt <==
Update from the flow run.

The main flop type after synthesis is dfxtp_1. The portion of synthesized cell area occupied by the leading cell type is ~45%. The placed instances occupy a cell area of 0.00403 mm2. With fillers left out, the area of the finished cells amounts to 0.00425 mm2.

Entering global routing, the biggest net connects 47 pins. After clock tree synthesis, the flow added hold-fix buffers numbering 0. The total via count in the routed design is 2154. The mapped cell area is 0.00365 mm2. Per the detailed-route log, wirelength across all metal layers totals ~5300 um. The final power report lists total power as just over 1 mW. The standard cell core area is 0.00691 mm2. The maximum level of the CTS H-tree is 3. Summed over all nets, the half-perimeter wirelength after detailed placement is roughly 3800 um.

Counting flops and latches in the post-synthesis netlist gives slightly above 80. Cell internal power was estimated by the tool at 0.789 mW. The fraction of power spent switching nets is 24.0%. The report shows a maximum critical-path fanout of 4.

The critical path required time is 7.04 ns. The flow ran to the end, and the final reports show no timing, DRC or antenna violations. The count of synthesis-stage warnings from yosys is 1. For this configuration, the core starts out at a cell density of 52.8%.

Combinational cells account for 13.7% of the total power. In this run the critical path is formed by fa_1 -> fa_1 -> ha_1 -> fa_1 -> a21oi_1 -> o211a_1 -> nor2_1 -> a21oi_1 -> mux2_2. The worst setup path is launched from a flip-flop. Measured against its own limit, the worst slew margin works out to roughly 52%. The longest incremental delay of any stage on the critical path is reported as ~0.55 ns. Setup slack on the worst reg-to-reg path comes out at 3.64 ns. Summing the sequential cell areas from Yosys gives 45.0% of the chip area.

The synthesized area per cell is between 10 and 15 um2. Per report_power, the clock group accounts for 36.5% of the total. Setup violations remaining at the end of the flow were counted as 0.

The count of TritonRoute iterations in the first routing pass is 3. The synthesized netlist was found by Yosys to have 313 cells. The sum of negative setup slack is 0 ns.

The number of warnings the tools reported is 26. The Yosys chip area is 0.00365 mm2. RePlAce ended its routability-driven mode at a weighted congestion of 0.836.

The sequential share of power is about half. Endpoints failing hold in the final report were tallied at 0. The critical path's slowest stage uses the library cell fa_1.

Dividing the final minimum period by the clock period gives 46.5%. TritonCTS built the clock tree. The script parses the final routing iteration and logs DRC violations as 0. The clock transition at the registers of the reported paths is 0.08 ns. The initial antenna violation count is 0. At the pin with the least slew margin, the transition time is 0.725 ns.

Per the OpenROAD power report, switching power amounts to about 0.25 mW. Buffers added to address setup during post-CTS repair amount to 0. The number of synthesized flops with an enable pin is 0. After technology mapping, the gate count stands at between 300 and 400. The placement report lists the number of port buffers as 35.

Static timing analysis puts the maximum clock frequency at 0.316 GHz. For this run, the total global-route usage over all layers was measured as 16.4%. The chip occupies 0.00764 mm2.

The number of max-cap violations is 0. The via count of the first global-routing pass is 2130. The launching point of the worst reg2reg path is ar[1].

The first global-routing pass estimated about 9400 um of wire. The minimum clock period is roughly 3.2 ns. The data arrival time at the worst-slack endpoint is around 3.4 ns. The number of clock sinks came to between 80 and 90. The synthesis report gives the async set-or-reset register share as 0%. The startpoint identified for the worst hold timing path is cr[13]. In this design, the critical path's most frequently occurring cell is fa_1. After synthesis, the most frequently instantiated cells are dfxtp_1 (82), nor2b_1 (70), fa_1 (32), ha_1 (17), a21oi_1 (13). Looking at the clock tree report, the maximum root-to-sink buffer count equals 2. The root buffer cell is clkbuf_8. For this design the top-level I/O count stands at 36.

The number of cells traversed by the worst hold path is 1. Grouping stages by cell kind, the critical path spends the most delay in adder cells. The clock reaches the later pin of the worst-skew pair after 0.35 ns. Looking at the hold checks, the worst path lands on dr[13].

In the final report, the number of pins over their slew limit comes to 0. STA classifies the critical path endpoint as a flip-flop. Per the OpenROAD floorplan log, the height of the die is between 80 and 90 um.

Total power normalized to cell area comes to 244 mW/mm2. The die span in x is 87.4 um. The share of cells above drive strength 1 is about 8.5%. The worst VDD IR drop from the latest analysis is 0.124 mV.

The cell leakage power is 1.83 nW. The number of cell instances on the worst register-to-register path is 9. Across the routed clock network, the largest skew measured is 0.00843 ns. The buffering stage count on the worst path with inverters included is 0. The cell type contributing the most total cell area after synthesis is dfxtp_1.

The count of cell types in the netlist is 46. The number of diodes is 0. The number of buffers created by CTS is 9. The total of cells resized after clock tree synthesis is 0.

The count of nets left with antenna violations once routing finished came out at 0. Per the layout report, the design carries between 500 and 600 filler cells. From synthesis to final layout, the design area changed by 16.6%. The cell with the most instances after synthesis is dfxtp_1. Yosys attributes the largest share of cell area to dfxtp_1 (45%), fa_1 (18%), nor2b_1 (12%).

The residual overflow from global routing is 0. The number of DRC markers after the initial detailed-route iteration is 47. The initialized floorplan defines 30 standard-cell rows.

The min-delay analysis places its worst path in the category flip-flop to flip-flop. The routed design shows a via density per instance of 4.81. Setup repair after global routing left no endpoint under its margin.

The post-detailed-route wirelength per cell is 11.9 um. The type of the worst setup path is flip-flop to flip-flop. Per the timing report, the most critical flop-to-flop path finishes at s[13].
## cell families (layout without fill, tap and decap cells)
family	after synthesis	in the layout	synth area share [%]
AOI/OAI and AO/OA	45	45	8.72
xor gates and xnor gates	6	6	1.44
adders and majority gates	49	49	23.4
buffers and inverters	20	59	3.09
DFF	82	82	45.0
muxes	4	4	1.20
and+or+nand+nor	107	107	17.1
## registers in the layout, indices dropped and copies added, names as in the netlist
name / count
ar: 16
br: 16
cr: 16
dr: 16
s: 18
## layout make-up
type,instances,area (um2),area share (%)
repair buffers,36,353,8.30
multi-input cells,211,1890,44.5
flip-flops and latches,82,1640,38.6
clock buffers,10,128,3.00
clock inverters,6,90.1,2.12
well taps,96,120,2.83
inverters,7,26.3,0.618
## worst register-to-register path, stage by stage (launching register included)
cell	delay (ns)
dfxtp_1	0.33
fa_1	0.55
fa_1	0.41
ha_1	0.24
fa_1	0.43
a21oi_1	0.20
o211a_1	0.23
nor2_1	0.08
a21oi_1	0.24
mux2_2	0.35
## metrics by stage
stage / utilization (%) / instances / hold slack [ns] / setup WS (ns)
global route: 61.5 / 448 / 0.491 / 3.45
detailed placement: 58.4 / 432 / 0.469 / 3.65
floorplan: - / 313 / 0.458 / 3.83
global placement: 58.4 / 432 / 0.462 / 3.70
CTS: 61.5 / 448 / 0.481 / 3.63
finish: 61.5 / 448 / 0.477 / 3.64
## worst max-delay path by stage
| stage | from | to | slack [ns] | cells after the start |
|---|---|---|---|---|
| final | ar[1] | s[13] | 3.64 | 9 |
| after global routing | ar[1] | s[13] | 3.45 | 9 |
| after CTS | ar[1] | s[13] | 3.63 | 9 |
## power by group through the flow
stage                 logic [mW]  clock network [mW]  registers [mW]
final                      0.143               0.379           0.517
after global routing       0.163               0.415           0.520
after CTS                  0.144               0.396           0.517
## layer usage
metal / up-vias / global-route usage (%) / routed length, um
met5: - / 0 / 0
met4: 0 / 2.53 / 74
met3: 7 / 3.65 / 198
met2: 35 / 23.9 / 2240
met1: 1003 / 27.4 / 2820
li1: 1109 / - / -
## cells in the final DEF, fill, tap and decap left out, drive strengths merged, types with 6 or more instances in the layout
cell type | Yosys | routed
a21o | 7 | 7
a21oi | 14 | 14
clkbuf | 9 | 10
clkdlybuf4s50 | 0 | 34
dfxtp | 82 | 82
fa | 32 | 32
ha | 17 | 17
inv | 7 | 8
nor2 | 10 | 10
nor2b | 70 | 70
nor3 | 7 | 7
o21ai | 6 | 6
Power and IR drop assume default switching activity.
