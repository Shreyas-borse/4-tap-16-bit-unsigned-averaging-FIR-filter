===== /design/flow/run.sh =====
#!/bin/bash
# OpenROAD 26Q1-2900-gdf79404cd8, Yosys 0.63+post, stock flow scripts
make -C /OpenROAD-flow-scripts/flow DESIGN_CONFIG=/design/flow/config.mk WORK_HOME=/design/flow/orfs finish

===== /design/flow/config.mk =====
export PLATFORM = sky130hd
export DESIGN_NAME = FIRT
export DESIGN_NICKNAME = FIRT
export VERILOG_FILES = /design/flow/design.v
export SDC_FILE = /design/flow/constraint.sdc
export NUM_CORES = 4
export LEC_CHECK = 1
export CORE_UTILIZATION = 40

===== /design/flow/constraint.sdc =====
current_design FIRT

set clk_period 12.0
set clk_io_pct 0.2

create_clock -name clk0 -period $clk_period [get_ports {clk}]

set non_clock_inputs [all_inputs -no_clocks]
set_input_delay [expr $clk_period * $clk_io_pct] -clock clk0 $non_clock_inputs
set_output_delay [expr $clk_period * $clk_io_pct] -clock clk0 [all_outputs]

===== /design/flow/design.v =====
module FIRT(
  input signed[7:0] xIn,
  input clk,
  output logic signed[15:0] yOutT);
logic signed[ 7:0] xQ;       
logic signed[15:0] ad [7];   
logic signed[15:0] p0;       
logic signed[15:0] p  [7];   
logic signed[15:0] pQ [7];   
logic signed[ 7:0] h  [7];   
initial begin                  
  h[0] = -2;                   
  h[1] = 0;
  h[2] = 34;
  h[3] = 64;                   
  h[4] = 34;
  h[5] = 0;                    
  h[6] = -2;                   
end                            
always @(posedge clk) 
  xQ <= xIn;				   
always_comb
  p0 = xQ * h[0];
always_comb
  for(int j=1; j<7; j++)
    p[j] = xQ * h[j] + pQ[j-1];
always @(posedge clk)  begin
  pQ[0] <= p0; 
  for(int k=1; k<7; k++) 
    pQ[k] <= p[k];
end
assign yOutT = pQ[6];
endmodule

==> flow_metrics.env <==
# source this file to load flow results
export IMPL_synth_flops=113
export IMPL_grt_use_total=0.148
export IMPL_util_after_layout=0.469
export IMPL_hold_path_startpoint="pQ[4][14]"
export IMPL_setup_total_negative_slack_ps=0
export IMPL_asyncSetResetFlopFracSynth=0
export IMPL_cts_setup_buffers=0
export IMPL_worst_r2r_endpoint="pQ[6][14]"
export IMPL_worst_r2r_setup_slack_ps=6660
export IMPL_setup_viol=0
export IMPL_synth_cell_types=39
export IMPL_number_of_global_route_vias_before_repair=5255
export IMPL_seq_area_um2=2260
export IMPL_number_of_hold_repair_buffers_added_at_the_cts_stage=0
export IMPL_number_of_nets_with_antenna_violations_after_detailed_routing=0
export IMPL_number_of_warnings_in_the_stage_logs=37
export IMPL_htreeDepth=4
export IMPL_floorplan_rows=53
export IMPL_worst_path_max_fanout=47
export IMPL_cp_arrival_ps=5680
export IMPL_setup_ws_ps=6660
export IMPL_fin_hold_ws_ps=321
export IMPL_die_area_um2=22500
export IMPL_clk_pin_slew_worst_paths_ps=50
export IMPL_netlist_area_before_placement_um2=8770
export IMPL_globalRouteOverflowTotal=0
export IMPL_yosys_warnings=3
export IMPL_route_vias_total=5171
export IMPL_fill_cells=1934
export IMPL_tightest_slew_ps=688
export IMPL_place_area_um2=9370
export IMPL_synth_avg_cell_area_um2=10.6
export IMPL_wl_per_cell_um=12.2
export IMPL_timing_reg2reg_worst_path_depth=14
export IMPL_timing_final_crit_period_ps=5340
export IMPL_cp_start_kind="flip-flop"
export IMPL_syn_instance_count=825
export IMPL_multiInputGateArea_um2=5720
export IMPL_dieHeight_um=150
export IMPL_min_delay_path_class="reg2reg"
export IMPL_avgViaCountPerCell=4.47
export IMPL_clk_latency_ps=410
export IMPL_detail_route_antenna_diodes=0
export IMPL_post_route_cells_drive_above_1_share=0.0488
export IMPL_final_hold_violation_count=0
export IMPL_report_final_slew_viol_count=0
export IMPL_grt_start_max_net_pins=48
export IMPL_cts_root_buf="sky130_fd_sc_hd__clkbuf_16"
export IMPL_detailedRoute_firstIterationViolations=117
export IMPL_placed_cells=1126
export IMPL_drtPass1Iterations=5
export IMPL_initial_antenna_violation_count=0
export IMPL_die_w_um=150
export IMPL_yosysChipArea_um2=8770
export IMPL_clkSinkCount=113
export IMPL_min_to="pQ[5][14]"
export IMPL_dominantRegCellSynth="sky130_fd_sc_hd__dfxtp_1"
export IMPL_timing_final_crit_share=0.445
export IMPL_setup_worst_path_class="reg2reg"
export IMPL_rr_startpoint="xQ[7]"
export IMPL_maxCapViolCount=0
export IMPL_gp_congestion=0.881
export IMPL_drt_total_wl_um=14100
export IMPL_post_place_setup_slack_ps=6720
export IMPL_finClkSkew_ps=10.9
export IMPL_cts_tree="built"
export IMPL_setup_crit_end_kind="flip-flop"
export IMPL_max_slew_margin_rel=0.530
export IMPL_ctsResizeCount=0
export IMPL_core_area_um2=21300
export IMPL_worst_ep_required_time_ps=12340
export IMPL_final_design_area_no_fill_um2=9980
export IMPL_max_freq_mhz=187
export IMPL_status="completed"
export IMPL_count_of_flip_flops_with_a_built_in_enable_after_synthesis=0
export IMPL_holdPathStages=0
export IMPL_initial_utilization=0.412
export IMPL_unrepaired_setup_endpoints_after_global_routing="false"
export IMPL_boundaryPins=25
export IMPL_finalNonFillerCells=1157
export IMPL_cts_root_to_sink_buffers=2
export IMPL_area_growth_syn_to_fin_pct=13.9
export IMPL_ys_cells=825
export IMPL_ys_seq_frac=0.258
export IMPL_grt_first_pass_wirelength_um=24800
export IMPL_drcViolationCount=0
export IMPL_placement_io_buffers=23
export IMPL_dp_final_hpwl_um=11100
export IMPL_cts_buffers=17
cell type report:
| class | instances | share of cell area |
|---|---|---|
| Multi-Input combinational cell | 505 | 0.573 |
| Sequential cell | 113 | 0.227 |
| Inverter | 205 | 0.0771 |
| Clock buffer | 18 | 0.0430 |
| Tap cell | 275 | 0.0345 |
| Timing Repair Buffer | 28 | 0.0268 |
| Clock inverter | 13 | 0.0187 |
logic make-up (layout without fill, tap and decap cells):
family,after synthesis,after routing,share of synthesized area
fa+ha+maj,287,287,0.481
buf+inv,207,264,0.0892
flops,113,113,0.258
compound gates,90,90,0.0699
xor+xnor,71,71,0.0709
simple gates,55,55,0.0290
other cells,1,1,0.000428
mux,1,1,0.00114
Yosys cell counts (8+ instances only):
| library cell | n | area [µm²] |
|---|---|---|
| sky130_fd_sc_hd__a21o_1 | 8 | 60.1 |
| sky130_fd_sc_hd__a21oi_1 | 30 | 150 |
| sky130_fd_sc_hd__dfxtp_1 | 113 | 2260 |
| sky130_fd_sc_hd__fa_1 | 84 | 1680 |
| sky130_fd_sc_hd__ha_1 | 203 | 2540 |
| sky130_fd_sc_hd__inv_1 | 205 | 769 |
| sky130_fd_sc_hd__nand2_1 | 10 | 37.5 |
| sky130_fd_sc_hd__nor2_1 | 26 | 97.6 |
| sky130_fd_sc_hd__o21ai_0 | 15 | 75.1 |
| sky130_fd_sc_hd__o21bai_1 | 8 | 60.1 |
| sky130_fd_sc_hd__xnor2_1 | 56 | 490 |
| sky130_fd_sc_hd__xor2_1 | 15 | 131 |
cells in the final DEF (no fill, tap or decap), types with 3 or more instances in the layout:
cell type                         netlist  final
sky130_fd_sc_hd__nor3_1                 4      4
sky130_fd_sc_hd__buf_4                  1      5
sky130_fd_sc_hd__a211o_1                3      3
sky130_fd_sc_hd__clkdlybuf4s50_1        0     23
sky130_fd_sc_hd__nor2b_1                4      4
sky130_fd_sc_hd__clkinvlp_4             0      4
sky130_fd_sc_hd__nor2_1                26     26
sky130_fd_sc_hd__o21ai_0               15     15
sky130_fd_sc_hd__nand2_1               10     10
sky130_fd_sc_hd__xnor2_1               56     56
sky130_fd_sc_hd__ha_1                 203    203
sky130_fd_sc_hd__xor2_1                15     15
sky130_fd_sc_hd__dfxtp_1              113    112
sky130_fd_sc_hd__nand2b_1               4      4
sky130_fd_sc_hd__clkbuf_16              0     17
sky130_fd_sc_hd__o31ai_1                3      3
sky130_fd_sc_hd__a21oi_1               30     30
sky130_fd_sc_hd__o41ai_1                4      4
sky130_fd_sc_hd__bufinv_16              0      4
sky130_fd_sc_hd__a2111oi_0              3      3
sky130_fd_sc_hd__a21o_1                 8      8
sky130_fd_sc_hd__o21a_1                 6      6
sky130_fd_sc_hd__o21bai_1               8      8
sky130_fd_sc_hd__inv_1                205    205
sky130_fd_sc_hd__fa_1                  84     84
sequential cells by signal (all words and copies together) (netlist names):
signal	flops
pQ	105
xQ	8
critical path, stage by stage (launching register included):
cell and delay [ps]:
sky130_fd_sc_hd__dfxtp_2 310, sky130_fd_sc_hd__buf_4 480, sky130_fd_sc_hd__inv_1 330, sky130_fd_sc_hd__fa_1 550, sky130_fd_sc_hd__fa_1 550, sky130_fd_sc_hd__inv_1 70
sky130_fd_sc_hd__fa_1 510, sky130_fd_sc_hd__fa_1 490, sky130_fd_sc_hd__ha_1 300, sky130_fd_sc_hd__ha_1 350, sky130_fd_sc_hd__o21a_1 140, sky130_fd_sc_hd__a2111oi_0 660
sky130_fd_sc_hd__o21bai_1 160, sky130_fd_sc_hd__a21oi_1 190, sky130_fd_sc_hd__xnor2_1 120
how the worst max path moves through the flow:
stage / slack (ps) / to / cells past startpoint / from
4_1_cts: 6680 / pQ[6][14] / 14 / xQ[7]
5_1_grt: 6330 / pQ[6][14] / 14 / xQ[7]
6_report: 6660 / pQ[6][14] / 14 / xQ[7]
metal layers:
layer | track usage | share of wire | vias up
met5 | 0 | 0 | -
met4 | 0.0126 | 0.010 | 0
met3 | 0.0273 | 0.030 | 9
met2 | 0.231 | 0.45 | 53
met1 | 0.231 | 0.51 | 2400
li1 | - | - | 2709
